$ cat design.v
`timescale 1ns / 1ps
module MemoryUnit(
   input         arst , 
	input         clk  ,
	input         wren , 
	input  [34:0] din  , 
	output reg [34:0] dout   
    );
always @(posedge clk or posedge arst)
	if(arst)
		begin
		dout=35'b00000000000000000000000000000000000;
		end
		else if(wren)
		begin
		dout=din;
		end
endmodule
$ cat run.sh
#!/bin/bash
# OpenROAD 26Q1-2900-gdf79404cd8, Yosys 0.63+post, stock flow scripts
make -C /OpenROAD-flow-scripts/flow DESIGN_CONFIG=/design/flow/config.mk WORK_HOME=/design/flow/orfs finish
$ cat config.mk
export PLATFORM = sky130hd
export DESIGN_NAME = MemoryUnit
export DESIGN_NICKNAME = MemoryUnit
export VERILOG_FILES = /design/flow/design.v
export SDC_FILE = /design/flow/constraint.sdc
export NUM_CORES = 4
export LEC_CHECK = 1
export CORE_AREA = 10 10 102 102
export DIE_AREA = 0 0 112 112
$ cat constraint.sdc
current_design MemoryUnit

set clk_period 1.5
set clk_io_pct 0.2

create_clock -name clk0 -period $clk_period [get_ports {clk}]

set non_clock_inputs [all_inputs -no_clocks]
set_input_delay [expr $clk_period * $clk_io_pct] -clock clk0 $non_clock_inputs
set_output_delay [expr $clk_period * $clk_io_pct] -clock clk0 [all_outputs]
==> Changelog: implementation <==
### Implementation results

* Endpoint class of the critical path: output pin
* Final Max Tran Viols at 0
* First-pass GRT wire length at 5690 um
* CTS tree: built
* Dominant logic cell type in the layout: clkdlybuf4s50_1
* Sink Count at 35
* CP Max Fanout at 2
* Reg2reg start: dout[27]$_DFFE_PP0P_
* Die area at 12,500 um2
* Setup-failing EPs final at 0
* Vias per cell at 3.32
* Via count at 864
* Tool warnings at 25
* DRC errors left at 0
* Synth Instances at 75
* WP data arrival at 1.12 ns
* Synth Seq Share at 0.601
* Yosys top cell by area: dfrtp_1
* Routed Antenna Nets at 0
* Fillers at 820
* Post-synth regs at 35
* Share of layout cells above drive strength 1 at 0.303
* DR iter-0 viols at 13
* Unique masters post-synth at 6
* Max Buffers Root-to-Sink at 2
* Most common logic cells in the final layout: clkdlybuf4s50_1 (71), dfrtp_1 (35), mux2_4 (30)
* Initial antenna violation count at 0
* Relative slew margins at 0.870
* Slew @ Worst Pin at 0.195 ns
* Clock slew at reported path FFs at 0.07 ns
* Remaining Overflow, GRT at 0
* Tightest Hold Check Type: input port to async pin
* I/O Buffers at 72
* Outcome: complete, no violations
* CP max stage delay at 0.49 ns
* Post-CTS Resized at 0
* Critical path's slowest cell: clkdlybuf4s50_1
* Worst path bufs/invs at 1
* Fin crit share at 0.948
* Top cells by area: dfrtp_1 (60%), mux2_4 (31%), buf_12 (4.1%)
* Post-route setup TNS at 0 ns
* Row cnt at 33
* Top-area cell share at 0.601
* Ys Warns at 1
* Leakage power at 0.00105 uW
* Levels on crit path at 1
* Critical path launch point: dout[1]$_DFFE_PP0P_
* Yosys cell count at 75
* Post-CTS Setup Inserts at 0
* Max frequency at 0.703 GHz
* Total design power at 2310 uW
* Reg2reg end: dout[27]$_DFFE_PP0P_
* Fin crit period at 1.42 ns
* DRT Wirelength at 3560 um
* Yosys chip area at 1460 um2
* Post-Synthesis Cell Area at 1460 um2
* PD cells at 964 nW/um2
* CTS Buf Count at 5
* Cell Area, Placed at 2290 um2
* R2R setup slack at 0.63 ns
* Vias in the first global route at 960
* Root Buffer: clkbuf_8
* Die Ht at 112 um
* Final Skew at 0 ns
* Ports at 73
* Avg WL per Cell at 13.7 um
* RSZ-0062 raised after global routing: false
* Max reg flops at 35
* FP Core Util at 0.177
* R2r worst-path depth at 2
* CP Capture Point: dout[1]
* DPL Wire Length at 2750 um
* Area grow syn2layout at 64.7%
* H-Tree Depth at 2
* Final instance area at 2400 um2
* DRT Pass-1 Iters at 3
* Critical Path Start Type: flip-flop
* Hold_buf cts at 0
* Final Hold Viols at 0
* Antenna fix cells at 0
* Die extent in x at 112 um
* WS Path Type: flip-flop to output pin
* Max-Cap Viols at 0
* Clk latency late pin at 0.27 ns
* Post-Syn Area per Cell at 19.4 um2
* Worst path cell trace: clkdlybuf4s50_1
* Worst Path Required at 1.20 ns
* Core area at 8220 um2
* Total Routing Usage GR at 0.0557
* Largest net degree at the start of global routing at 36
* Max IR drop VDD at 349 uV
* Cell family with most CP delay: buffers and inverters
* GP Congestion at 0.698
[area by class of cell]
| class | count | area (um2) | area share |
|---|---|---|---|
| multi-input combinational | 35 | 507 | 0.211 |
| inverter | 1 | 3.75 | 0.00156 |
| timing repair buffer | 76 | 783 | 0.326 |
| clock buffer | 8 | 100 | 0.0417 |
| tap | 105 | 131 | 0.0547 |
| sequential | 35 | 876 | 0.365 |
[tightest hold or removal path, stage by stage]
cell and delay [ns]:
clkdlybuf4s50_1 0.39, inv_1 0.09, buf_12 0.22
[logic make-up (layout without fill, tap and decap cells)]
family,Yosys count,after routing,share of synthesized area
buf+inv,5,85,0.0515
mux,35,35,0.348
flops,35,35,0.601
[cell usage after synthesis]
cell type,instances
buf_12,3
buf_6,1
dfrtp_1,35
inv_1,1
mux2_2,5
mux2_4,30
[stage by stage]
step / utilization / hold WS, ns / worst slack [ns] / instances
after floorplan: - / 0.448 / 0.424 / 75
after global placement: 0.279 / 0.490 / 0.363 / 251
after detailed placement: 0.279 / 0.495 / 0.363 / 251
after CTS: 0.291 / 0.363 / 0.0423 / 259
after global routing: 0.292 / 0.384 / 0.00403 / 260
final: 0.292 / 0.366 / 0.0782 / 260
[power breakdown]
group          total, uW  leakage (uW)  internal [uW]  switching [uW]
logic                483      0.000586            382             100
clock network        745     0.0000515            419             326
registers           1090      0.000409           1040            48.9
[metal layers]
layer	wire length (um)	global-route usage	vias up
li1	-	-	415
met1	1490	0.0722	410
met2	1620	0.0800	39
met3	454	0.0364	0
met4	0	0.00338	0
met5	0	0	-
[worst min path at each step]
| stage | from | end | slack (ns) | cells after the start |
|---|---|---|---|---|
| 4_1_cts | arst | dout[4]$_DFFE_PP0P_ | 0.36 | 3 |
| 5_1_grt | arst | dout[20]$_DFFE_PP0P_ | 0.38 | 3 |
| 6_report | arst | dout[6]$_DFFE_PP0P_ | 0.37 | 3 |
Power is estimated from default activity; no workload was simulated.
