`run.sh`:
```
#!/bin/bash
# OpenROAD 26Q1-2900-gdf79404cd8, Yosys 0.63+post, stock flow scripts
make -C /OpenROAD-flow-scripts/flow DESIGN_CONFIG=/design/flow/config.mk WORK_HOME=/design/flow/orfs finish
```
`design.v`:
```
`timescale 1ns / 1ps
   module CoolHeatSystem (
	input        arst      ,  
	input        clk       ,  
	input  [7:0] speed     ,  
	input  [7:0] chs_conf  ,  
	output  [3:0] chs_power ,  
	output       chs_mode  ,  
	output       pwm_data     
);
	ModePower mp(chs_conf,chs_power,chs_mode);
	FanSpeed fans(arst,clk,speed,pwm_data);
endmodule
`timescale 1ns / 1ps
module FanSpeed(
   input        arst     ,  
	input        clk      ,  
	input  [7:0] speed    ,  
	output    reg   pwm_data    
);
	reg [7:0] counter;
	 always @(posedge clk or posedge arst)
	 begin
	  if(arst)
	  begin
		counter=1'b0;
	  end
	  else 
		  begin
		  counter=counter+1;
		  if (counter==7'd257)
			 begin
				counter=1'b1;
				pwm_data=1'b1;
			 end
		  else if (counter>speed)
			 begin
				pwm_data=1'b0;
			 end
		  else	
				pwm_data=1'b1;
		 end
	 end
endmodule
`timescale 1ns / 1ps
module ModePower(
   input  [7:0] chs_conf  ,  
	output reg [3:0] chs_power ,  
	output reg chs_mode     
);
	integer i;
	always@(chs_conf)
	begin
		 chs_power = 0;
		 for(i=0;i<8;i=i+1)
			  if(chs_conf[i] == 1'b1)
					chs_power = chs_power + 1;
		 if(chs_power == 1)
				chs_mode = 1'b1;
		 else if(chs_power == 3)
				chs_mode = 1'b1;
		 else if(chs_power == 5)
				chs_mode = 1'b1;
		 else if(chs_power == 7)
				chs_mode = 1'b1;
		 else
				chs_mode = 0;
	end
endmodule
```
`config.mk`:
```
export PLATFORM = sky130hd
export DESIGN_NAME = CoolHeatSystem
export DESIGN_NICKNAME = CoolHeatSystem
export VERILOG_FILES = /design/flow/design.v
export SDC_FILE = /design/flow/constraint.sdc
export NUM_CORES = 4
export LEC_CHECK = 1
export CORE_AREA = 10 10 83 83
export DIE_AREA = 0 0 93 93
```
`constraint.sdc`:
```
current_design CoolHeatSystem

set clk_period 3.0
set clk_io_pct 0.2

create_clock -name clk0 -period $clk_period [get_ports {clk}]

set non_clock_inputs [all_inputs -no_clocks]
set_input_delay [expr $clk_period * $clk_io_pct] -clock clk0 $non_clock_inputs
set_output_delay [expr $clk_period * $clk_io_pct] -clock clk0 [all_outputs]
```
==> Slide: Implementation Results <==
Key Metrics from the Run

Logic synthesis
  – Mapped Area: 1290 um2
  – Syn. warnings: 3
  – Top-area cell share: 17.4%
  – Ys async rst share: 88.9%
  – Commonest flop: dfrtp_1
  – Cell area leaders: ha_1 (17%), dfrtp_1 (15%), xor2_1 (7.4%), xnor2_1 (6.8%), inv_1 (4.3%)
  – Cell count in the Yosys report: 149
  – Cell taking the most area after synthesis: ha_1
  – Flops after synth: 9
  – Register share after synthesis: 17.8%
  – EDFF count, synth: 1
  – Cell variety after synth: 41
  – Cell with the most instances after synthesis: ha_1
  – Syn Area/Cell: 8.69 um2
  – Top cells by count, synth: ha_1 (18), inv_1 (15), nand2_1 (13), xor2_1 (11), xnor2_1 (10)
  – Yosys synthesis chip area: 1290 um2
  – Post-Synthesis Cells: 149

Placement
  – RD Place Congestion: 0.796
  – Port buffer count: 23
  – Placed wire-length estimate: 2.36 mm
  – Placed insts: 265
  – Pre-CTS setup slack: -1.88 ns

Critical path
  – CP max FO: 3
  – Top delay family on crit path: XOR/XNOR gates
  – Setup crit start kind: input port
  – Worst Path Class, Setup: input port to output pin
  – Worst EP required: 2.40 ns
  – Largest stage delay, worst path: 0.32 ns
  – Arrival time at the worst endpoint: 3.41 ns
  – Worst-path cell chain: buf_12, inv_12, ha_4, xor2_4, xnor2_4, ha_4, nor2b_4, or3_1, o22ai_2, o21ai_2, and2_4, ha_4, nand2_4, xor2_2, xnor2_2, buf_4, a211oi_2, xnor2_1, buf_2
  – CP max stage cell: or3_1
  – Worst Path Buf+Inv: 4
  – Critical Path End Type: output pin
  – Crit-path most repeated cell: ha_4

Finish
  – Final core utilization: 42.1%
  – Fillers: 511
  – Layout area overhead: 67.2%
  – Share of layout cells above drive strength 1: 39.2%
  – Final Instance Count excl. Fillers: 279
  – Comb gate area: 1200 um2
  – Register area: 230 um2

Timing
  – Post-route minimum period: 4.01 ns
  – Max-slew violations: 0
  – Setup skew after layout: 0.00485 ns
  – Final setup margin: -1.01 ns
  – Final setup violation count: 5
  – Final hold violations: 0
  – Worst Max-Slew Pin Slew: 0.411 ns
  – Worst rel slew slack: 72.4%
  – Final period util: 134%
  – RSZ-0062 raised after global routing: yes
  – Fmax: 249 MHz

Detailed routing
  – Routed Antenna Nets: 0
  – Pre-antenna DRT Iters: 4
  – Vias per inst: 4.25
  – Overall routed net length: 2.97 mm
  – Routed vias: 1185
  – Wire per inst: 10.7 um
  – # DRC: 0
  – # diodes: 0
  – DRT iter0 DRCs: 24

Status
  – Failing checks: setup timing
  – Status: finished with violations

Clocking
  – Number of clock sinks: 9
  – H-tree levels: 1
  – Clock Pin Slew Worst Setup and Hold Paths: 0.04 ns
  – Max clock buf depth: 2
  – Hold-fix buffers at CTS: 0
  – CTS tree: yes
  – Worst-Skew Late Latency: 0.23 ns
  – Clk Tree Root Cell: clkbuf_8
  – Num CTS Buffers: 3

Floorplan
  – Core area: 5140 um2
  – Fp_density: 25.2%
  – Std-Cell Rows: 26
  – I/O Pins: 24
  – Die X: 93 um
  – Die area: 8650 um2
  – Die H: 93 um

Run
  – Max-cap violations: 0
  – Tool warnings: 32

Pwr
  – Worst VDD drop: 0.167 mV
  – Lkg Pwr: 0.000973 uW
  – Power consumption: 752 uW
  – Pwr per Cell Area: 347 nW/um2

GRT
  – Initial antenna violation count: 0
  – Largest net degree at the start of global routing: 14
  – Vias in the first global route: 1168
  – First-pass GRT wire length: 5.02 mm
  – Grt ovf: 0
  – GR Util All Layers: 6.71%

Min path
  – Min-Delay Path Class: flop to flop
## logic make-up after synthesis
family | after synthesis | share of synthesized area [%]
AND-OR/OR-AND | 26 | 14.2
buffers and inverters | 19 | 6.09
AND/OR/NAND/NOR | 48 | 19.9
flip-flops | 9 | 17.8
adder cells (fa/ha/maj) | 18 | 17.4
XOR/XNOR | 26 | 22.2
multiplexers | 3 | 2.42
## sequential cells by signal, summed over array words and instances (netlist names)
| name | flops |
|---|---|
| fans.counter | 8 |
| fans.pwm_data | 1 |
## layer usage
metal	wire length (um)	track usage, %
met5	0	0
met2	1320	10.3
met1	1510	10.0
met4	0	0.386
met3	137	1.13
## per-stage QoR
stage          instance area, um2  hold WS (ns)  TNS, ns
2_1_floorplan                1360         0.427    -2.68
3_3_place_gp                 1860         0.484    -7.87
3_5_place_dp                 1860         0.490    -7.99
4_1_cts                      2070         0.498    -4.71
5_1_grt                      2160         0.508    -5.01
6_report                     2160         0.498    -4.26
## path summary, 6_finish.rpt
| path | slack (ns) | endpoint | cells after the start | start |
|---|---|---|---|---|
| worst max-delay path | -1.01 | chs_power[3] | 19 | chs_conf[0] |
| worst min-delay path | 0.50 | fans.counter[7]$_DFF_PP0_ | 1 | fans.counter[7]$_DFF_PP0_ |
| worst max register to register | 0.71 | fans.pwm_data$_SDFFCE_PP1N_ | 9 | fans.counter[2]$_DFF_PP0_ |
| worst min register to register | 0.50 | fans.counter[7]$_DFF_PP0_ | 1 | fans.counter[7]$_DFF_PP0_ |
| max in group asynchronous | 2.09 | fans.counter[1]$_DFF_PP0_ | 2 | arst |
| min in group asynchronous | 0.64 | fans.counter[2]$_DFF_PP0_ | 2 | arst |
## cells in the final DEF, fill, tap and decap left out, drive strengths merged, types with 3 or more instances in the layout
| cell | Yosys | layout |
|---|---|---|
| xor2 | 13 | 13 |
| inv | 15 | 15 |
| xnor2 | 13 | 13 |
| nand2b | 3 | 3 |
| buf | 2 | 43 |
| ha | 18 | 18 |
| nand3 | 7 | 7 |
| o21ai | 6 | 6 |
| nand2 | 13 | 13 |
| dfrtp | 8 | 8 |
| and2 | 3 | 3 |
| nor2b | 5 | 5 |
| a21oi | 3 | 3 |
| nor2 | 5 | 5 |
| clkbuf | 2 | 4 |
| clkdlybuf4s50 | 0 | 16 |
| a21o | 3 | 3 |
## cell type report
cell class              count  share of cell area [%]
multi-input cells         121                    55.7
repair buffers             60                    24.2
flip-flops and latches      9                    10.6
clock buffers               4                    2.08
well taps                  70                    4.05
inverters                  15                    3.41
## what timing repair did
| item | in CTS | in global routing |
|---|---|---|
| endpoints found under the setup margin | 5 | 5 |
| gates resized | 43 | 22 |
| pin swaps | 20 | 19 |
| buffers inserted | 12 | 2 |
## power breakdown
part           internal [uW]  switching (uW)  total, uW
clock network           92.2            43.0        135
logic                    299             193        492
registers                124           0.114        125
Power is estimated from default activity; no workload was simulated.
