## config.mk

```make
export PLATFORM = sky130hd
export DESIGN_NAME = TemperatureCalculator
export DESIGN_NICKNAME = TemperatureCalculator
export VERILOG_FILES = /design/flow/design.v
export SDC_FILE = /design/flow/constraint.sdc
export NUM_CORES = 4
export LEC_CHECK = 1
export CORE_UTILIZATION = 50
```

## design.v

```verilog
`timescale 1ns / 1ps
module AddSub1B(
      input a,
		input b,
		input c_in,
		input sel,
		output s,
		output co
		);
      wire T0,T1,T2,bsel,aorb;
		xor  M0(bsel,b,sel);
		xor  M1(T0,a,bsel);
		xor  M2(s,T0,c_in);
		or  M6(aorb,a,bsel);
		and  M3(T1,aorb,c_in);
		and  M4(T2,a,bsel);
		or  M5(co,T1,T2);
endmodule
`timescale 1ns / 1ps
module AdderSubtractor32x32(
input  [31:0] A    , 
input  [31:0] B    , 
input         sel  , 
output [31:0] S  
    );
wire [31:0] co;
AddSub1B a0(A[0],B[0],sel,sel,S[0],co[0]);
AddSub1B a1(A[1],B[1],co[0],sel,S[1],co[1]);
AddSub1B a2(A[2],B[2],co[1],sel,S[2],co[2]);
AddSub1B a3(A[3],B[3],co[2],sel,S[3],co[3]);
AddSub1B a4(A[4],B[4],co[3],sel,S[4],co[4]);
AddSub1B a5(A[5],B[5],co[4],sel,S[5],co[5]);
AddSub1B a6(A[6],B[6],co[5],sel,S[6],co[6]);
AddSub1B a7(A[7],B[7],co[6],sel,S[7],co[7]);
AddSub1B a8(A[8],B[8],co[7],sel,S[8],co[8]);
AddSub1B a9(A[9],B[9],co[8],sel,S[9],co[9]);
AddSub1B a10(A[10],B[10],co[9],sel,S[10],co[10]);
AddSub1B a11(A[11],B[11],co[10],sel,S[11],co[11]);
AddSub1B a12(A[12],B[12],co[11],sel,S[12],co[12]);
AddSub1B a13(A[13],B[13],co[12],sel,S[13],co[13]);
AddSub1B a14(A[14],B[14],co[13],sel,S[14],co[14]);
AddSub1B a15(A[15],B[15],co[14],sel,S[15],co[15]);
AddSub1B a16(A[16],B[16],co[15],sel,S[16],co[16]);
AddSub1B a17(A[17],B[17],co[16],sel,S[17],co[17]);
AddSub1B a18(A[18],B[18],co[17],sel,S[18],co[18]);
AddSub1B a19(A[19],B[19],co[18],sel,S[19],co[19]);
AddSub1B a20(A[20],B[20],co[19],sel,S[20],co[20]);
AddSub1B a21(A[21],B[21],co[20],sel,S[21],co[21]);
AddSub1B a22(A[22],B[22],co[21],sel,S[22],co[22]);
AddSub1B a23(A[23],B[23],co[22],sel,S[23],co[23]);
AddSub1B a24(A[24],B[24],co[23],sel,S[24],co[24]);
AddSub1B a25(A[25],B[25],co[24],sel,S[25],co[25]);
AddSub1B a26(A[26],B[26],co[25],sel,S[26],co[26]);
AddSub1B a27(A[27],B[27],co[26],sel,S[27],co[27]);
AddSub1B a28(A[28],B[28],co[27],sel,S[28],co[28]);
AddSub1B a29(A[29],B[29],co[28],sel,S[29],co[29]);
AddSub1B a30(A[30],B[30],co[29],sel,S[30],co[30]);
AddSub1B a31(A[31],B[31],co[30],sel,S[31],co[31]);
endmodule
`timescale 1ns / 1ps
module Multiplier16x16(A,B,P);
input [15:0] A;
input [15:0] B;
output [31:0] P;
assign P = A*B;
endmodule
`timescale 1ns / 1ps
module Multiplier8x8(
 input [7:0] A,
input [7:0] B,
output [15:0] P
);
assign P = A*B;
endmodule
`timescale 1ns / 1ps
module TemperatureCalculator(
   input  [31:0] tc_base  ,
	input  [7:0] tc_ref   ,
	input  [15:0] adc_data ,
	output [31:0] tempc    
    );
wire [15:0] ref2;
wire [15:0] adcData;
wire [31:0] out16x16 , input32;
Multiplier8x8 mu88(tc_ref,tc_ref,ref2);
assign adcData = {1'b0,adc_data[14:0]};
Multiplier16x16 mu1616(ref2,adcData,out16x16);
assign input32 = (out16x16>>6);
AdderSubtractor32x32 add32(tc_base,input32,adc_data[15],tempc);
endmodule
```

## constraint.sdc

```tcl
current_design TemperatureCalculator

set clk_period 23.8
set clk_io_pct 0.2

create_clock -name clk0 -period $clk_period

set non_clock_inputs [all_inputs -no_clocks]
set_input_delay [expr $clk_period * $clk_io_pct] -clock clk0 $non_clock_inputs
set_output_delay [expr $clk_period * $clk_io_pct] -clock clk0 [all_outputs]
```

## run.sh

```bash
#!/bin/bash
# OpenROAD 26Q1-2900-gdf79404cd8, Yosys 0.63+post, stock flow scripts
make -C /OpenROAD-flow-scripts/flow DESIGN_CONFIG=/design/flow/config.mk WORK_HOME=/design/flow/orfs finish
```

==> notes.md <==
fresh numbers from the pnr run: failing checks=setup timing, Routed WL per cell=between 10 and 15 um, Synth Seq Share=0%, FF+latch area=0 sq um, Min-Delay Endpoint=tempc[30], drc violations=0, core area=20500 sq um, design area=between 10000 and 15000 sq um, most numerous logic cells after layout=inv_1 (277), fa_1 (189), buf_4 (145), Flops=0, WL final=21400 um, adder share=56.3%, Synth Warn #=0, Final setup viols=9, min-delay src=tc_base[30], RSZ-0062 raised after global routing=yes, cells after synthesis=1228, Area Overhead vs Synth=21.2%, DR vias/cell=4.90, slew margin rel.=46.2%, synthesized area=10600 sq um, via count=roughly 8k, Worst EP required=19.04 ns, max incr delay on CP=0.53 ns, Slew Viols, Final=0, Avg Inst Size Synth=8.62 sq um, first-pass GRT wire length=approximately 37000 um, dominant logic cell type in the layout=inv_1, # hold bufs at CTS=0, crit-path max FO=3, Final ANT Viol Nets=0, DIE AREA=about 22000 sq um, IO buf count=a little under 90, status=finished with violations, distinct lib cells=55, GRT Total Usage=22.3%, Final Critical Period=26.14 ns, post-place setup slack=-3.05 ns, Complex Gates by Area=6.37%, die x size=148 um, Final Hold Fails=0, Overflow after GRT=0, multi-input logic area=9460 sq um, Filler Cell Count=around 1.8k, Main logic family=adder cells, CP arrival=21.38 ns, Row Count=52, Slew @ Worst Pin=0.804 ns, layout cells sized above 1=19.4%, final core occ=62.6%, Final WS setup=-2.34 ns, die y size=148 um, CP startpoint kind=primary input, vias in the first global route=8049, pin count of the biggest net entering global routing=33, crit path kind=in -> out, fmax=between 30 and 40 MHz, Crit. End Element=output port, placed inst area=12600 sq um, xor+xnor area frac=5.86%, mux frac, synth=less than 1%, first-iteration detailed-routing DRC count=167, Hold Path Class=in -> out, yosys stat cell total=approximately 1.2k, hold path depth=3, slowest CP cell=fa_1, max cap viols=0, Post-Synth Simple-Gate Area=16.8%, TritonRoute pass-1 iters=4, post-DP HPWL=~18000 um, count of tool warnings=around 40, clkbuf count=0, total I/O pin count=88, initial antenna violation count=0, Top cell by count, worst path=fa_2, GP Congestion=0.861, fin crit share=110%, Initial Utilization=51.7%, n_diodes=0, yosys synthesis chip area=10600 sq um
-- critical path, delay by kind of cell --
kind / cells / cell delay [ns]
AND/OR/NAND/NOR: 2 / 0.34
AND-OR/OR-AND: 3 / 0.33
XOR/XNOR: 6 / 0.79
adder cells (fa/ha/maj): 42 / 14.23
buffers and inverters: 10 / 0.91
-- through the flow --
stage / TNS (ns) / hold slack (ns) / instances
6_report: -12.02 / 10.25 / 1658
5_1_grt: -17.26 / 10.28 / 1658
4_1_cts: -13.16 / 10.25 / 1654
2_1_floorplan: -12.42 / 9.68 / 1228
3_5_place_dp: -22.81 / 10.48 / 1644
3_3_place_gp: -22.03 / 10.48 / 1644
-- Yosys cell counts, types with 2 or more instances --
cell | count | area (sq um)
fa_1 | 218 | 4360
and2_1 | 144 | 901
a311o_1 | 2 | 20.0
o21ai_1 | 7 | 35.0
clkbuf_1 | 32 | 120
o21ai_0 | 13 | 65.1
nand2b_1 | 6 | 37.5
xnor2_1 | 58 | 508
o211ai_1 | 5 | 37.5
buf_2 | 9 | 45.0
a31oi_1 | 6 | 37.5
a211oi_1 | 2 | 15.0
nand4_1 | 5 | 31.3
xor2_1 | 11 | 96.3
nand2_1 | 119 | 447
buf_4 | 33 | 248
mux2i_1 | 2 | 20.0
ha_1 | 128 | 1600
nand3_1 | 7 | 35.0
nor4_1 | 3 | 18.8
and3_1 | 3 | 18.8
nor2_1 | 21 | 78.8
a211oi_2 | 2 | 25.0
nor2b_1 | 15 | 93.8
o21bai_1 | 6 | 45.0
nor3_1 | 8 | 40.0
o21a_1 | 3 | 22.5
a21oi_1 | 39 | 195
inv_1 | 291 | 1090
a21o_1 | 5 | 37.5
-- worst max path at each step --
stage	from	to	slack, ns	depth (start not counted)
CTS	tc_ref[3]	tempc[31]	-2.46	62
global route	tc_ref[4]	tempc[31]	-2.93	63
finish	tc_ref[4]	tempc[31]	-2.34	63
-- what timing repair did --
item / in CTS / in global routing
pin swaps: 25 / 15
setup endpoints to repair: 12 / 12
gates resized: 92 / 37
endpoints found under the hold margin: 0 / 0
buffers inserted: 11 / 4
-- routing by layer --
layer	wire [um]	track usage (%)	vias to the layer above
li1	-	-	3963
met2	10900	37.2	169
met3	1070	4.28	12
met5	0	0	-
met4	172	1.49	0
met1	9200	33.4	3981
-- cell type report --
class                           count  share of cell area (%)
Multi-Input combinational cell    862                    73.7
Tap cell                          270                    2.63
Inverter                          291                    8.51
Timing Repair Buffer              235                    15.2
-- cells by family after synthesis --
| logic type | after synthesis |
|---|---|
| AND-OR/OR-AND | 104 |
| buffers and inverters | 366 |
| AND/OR/NAND/NOR | 339 |
| multiplexers | 3 |
| adder cells (fa/ha/maj) | 346 |
| XOR/XNOR | 70 |
